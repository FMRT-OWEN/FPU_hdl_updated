==> flow/run.sh <==
#!/bin/bash
# OpenROAD 26Q1-2900-gdf79404cd8, Yosys 0.63+post, stock flow scripts
make -C /OpenROAD-flow-scripts/flow DESIGN_CONFIG=/design/flow/config.mk WORK_HOME=/design/flow/orfs finish
==> flow/config.mk <==
export PLATFORM = sky130hd
export DESIGN_NAME = FpSqrt
export DESIGN_NICKNAME = FpSqrt
export VERILOG_FILES = /design/flow/design.v
export SDC_FILE = /design/flow/constraint.sdc
export NUM_CORES = 4
export LEC_CHECK = 1
export CORE_UTILIZATION = 40
==> flow/constraint.sdc <==
current_design FpSqrt

set clk_period 53.2
set clk_io_pct 0.2

create_clock -name clk0 -period $clk_period [get_ports {clk}]

set non_clock_inputs [all_inputs -no_clocks]
set_input_delay [expr $clk_period * $clk_io_pct] -clock clk0 $non_clock_inputs
set_output_delay [expr $clk_period * $clk_io_pct] -clock clk0 [all_outputs]
==> flow/design.v <==
package definitions;
typedef enum logic [2:0]{ADD = 3'b000, SUB = 3'b001, MULT = 3'b010, DIV = 3'b011, SQRT = 3'b100} fpu_op_t;    
typedef enum logic [1:0]{round_nearest_even = 2'b00, round_to_zero = 2'b01, round_up = 2'b10, round_down= 2'b11} rmode_t;  
typedef struct packed{	     
	logic sign;
	logic[7:0] exponent;
	logic[22:0] mantissa;
}float_t;
typedef struct packed{
	fpu_op_t fpu_op;          
	rmode_t rmode;            
	float_t opa;	          
	float_t opb;		      
}fpu_instruction_t;
typedef struct packed{
	logic 	infinity;   
	logic 	snan;  
	logic 	qnan;    
	logic 	inexact;  
	logic 	overflow;   
	logic 	underflow;  
	logic 	zero;    
	logic 	divbyzero;  
}flags_t;
endpackage 
module FpSqrt (
    input             clk,
    input      [31:0] opa,
    output     [31:0] InvSqrt,
	output     [31:0] Sqrt
);
    logic        opa_sign;
    logic [7:0]  opa_exponent;
    logic [22:0] opa_fraction;
    assign opa_sign = opa[31];
    assign opa_exponent = opa[30:23];
    assign opa_fraction = opa[22:0];
    logic [31:0] y_1, y_1_out, half_iA_1;
    assign y_1 = 32'h5f3759df - (opa>>1);			 	  
    assign half_iA_1 = {opa_sign, opa_exponent-8'd1,opa_fraction};
    FpMul s1_mult ( .opa(y_1), .opb(y_1), .Prod(y_1_out) );
    logic [31:0] y_2, mult_2_in, half_iA_2;
    logic [31:0] y_2_out;
    FpMul s2_mult ( .opa(half_iA_2), .opb(mult_2_in), .Prod(y_2_out) );
    logic [31:0] y_3, add_3_in;
    logic [31:0] y_3_out;
	logic [31:0] temp;
    FpAdd s3_add ( .clk(clk), .opa({~add_3_in[31],add_3_in[30:0]}), .opb(32'h3fc00000), .Sum(y_3_out) ); 
    logic [31:0] y_4;
    logic [31:0] y_5, mult_5_in;
    FpMul s5_mult ( .opa(y_5), .opb(mult_5_in), .Prod(InvSqrt) );
    FpMul s6_mult ( .opa(InvSqrt), .opb(opa), .Prod(Sqrt) );
    always @(posedge clk) begin
    y_2 <= y_1;
    mult_2_in <= y_1_out;
    half_iA_2 <= half_iA_1;
    y_3 <= y_2;
    add_3_in <= y_2_out;
    y_4 <= y_3;
    y_5 <= y_4;
    mult_5_in <= y_3_out;
    end
endmodule
module FpMul (
    input      [31:0] opa,     
    input      [31:0] opb,     
    output     [31:0] Prod   
);
    logic        opa_sign;
    logic [7:0]  opa_exponent;
    logic [22:0] opa_fraction;
    logic        opb_sign;
    logic [7:0]  opb_exponent;
    logic [22:0] opb_fraction;
    assign opa_sign = opa[31];
    assign opa_exponent = opa[30:23];
    assign opa_fraction = {1'b1, opa[22:1]};
    assign opb_sign = opb[31];
    assign opb_exponent = opb[30:23];
    assign opb_fraction = {1'b1, opb[22:1]};
    logic   oProd_s;
    assign oProd_s = opa_sign ^ opb_sign;
    logic [45:0] pre_prod_frac;
    assign pre_prod_frac = opa_fraction * opb_fraction;
    logic [8:0]  pre_prod_exp;
    assign pre_prod_exp = opa_exponent + opb_exponent;
    logic [7:0]  oProd_e;
    logic [22:0] oProd_f;
    assign oProd_e = pre_prod_frac[45] ? (pre_prod_exp-9'd126) : (pre_prod_exp - 9'd127);
    assign oProd_f = pre_prod_frac[45] ? pre_prod_frac[44:22] : pre_prod_frac[43:21];
    logic        underflow;
    assign underflow = pre_prod_exp < 9'h80;
    assign Prod = underflow        ? 32'b0 :
                   (opb_exponent == 8'd0)    ? 32'b0 :
                   (opa_exponent == 8'd0)    ? 32'b0 :
                   {oProd_s, oProd_e, oProd_f};
endmodule
module FpAdd (
    input             clk,
    input      [31:0] opa ,
    input      [31:0] opb ,
    output     [31:0] Sum
);
    logic        opa_sign;
    logic [7:0]  opa_exponent;
    logic [22:0] opa_fraction;
    logic        opb_sign;
    logic [7:0]  opb_exponent;
    logic [22:0] opb_fraction;
    assign opa_sign = opa[31];
    assign opa_exponent = opa[30:23];
    assign opa_fraction = {1'b1, opa[22:1]};
    assign opb_sign = opb[31];
    assign opb_exponent = opb[30:23];
    assign opb_fraction = {1'b1, opb[22:1]};
    logic A_larger;
    logic [7:0]  exp_diff_A;
    logic [7:0]  exp_diff_B;
    logic [7:0]  larger_exp;
    logic [46:0] A_f_shifted;
    logic [46:0] B_f_shifted;
    assign exp_diff_A = opb_exponent - opa_exponent;  
    assign exp_diff_B = opa_exponent - opb_exponent;  
    assign larger_exp = (opb_exponent > opa_exponent) ? opb_exponent : opa_exponent;
    assign A_f_shifted = A_larger             ? {1'b0,  opa_fraction, 23'b0} :
                         (exp_diff_A > 9'd35) ? 48'b0 :
                         ({1'b0, opa_fraction, 23'b0} >> exp_diff_A);
    assign B_f_shifted = ~A_larger            ? {1'b0,  opb_fraction, 23'b0} :
                         (exp_diff_B > 9'd35) ? 48'b0 :
                         ({1'b0, opb_fraction, 23'b0} >> exp_diff_B);
    assign A_larger =    (opa_exponent > opb_exponent)                   ? 1'b1  :
                         ((opa_exponent == opb_exponent) && (opa_fraction > opb_fraction)) ? 1'b1  :
                         1'b0;
    logic [46:0] pre_sum;
    assign pre_sum = ((opa_sign^opb_sign) &  A_larger) ? A_f_shifted - B_f_shifted :
                     ((opa_sign^opb_sign) & ~A_larger) ? B_f_shifted - A_f_shifted :
                     A_f_shifted + B_f_shifted;
    logic  [46:0] buf_pre_sum;
    logic  [7:0]  buf_larger_exp;
    logic         buf_A_e_zero;
    logic         buf_B_e_zero;
    logic  [31:0] buf_A;
    logic  [31:0] buf_B;
    logic         buf_oSum_s;
    always @(posedge clk) begin
        buf_pre_sum    <= pre_sum;
        buf_larger_exp <= larger_exp;
        buf_A_e_zero   <= (opa_exponent == 8'b0);
        buf_B_e_zero   <= (opb_exponent == 8'b0);
        buf_A          <= opa;
        buf_B          <= opb;
        buf_oSum_s     <= A_larger ? opa_sign : opb_sign;
    end
    logic [46:0] pre_frac;
    assign pre_frac = buf_pre_sum;
    logic [22:0] oSum_f;
    logic [7:0]  shft_amt;
    assign shft_amt = pre_frac[46] ? 8'd0  : pre_frac[45] ? 8'd1  :
                      pre_frac[44] ? 8'd2  : pre_frac[43] ? 8'd3  :
                      pre_frac[42] ? 8'd4  : pre_frac[41] ? 8'd5  :
                      pre_frac[40] ? 8'd6  : pre_frac[39] ? 8'd7  :	
					  pre_frac[38] ? 8'd8  : pre_frac[37] ? 8'd8  :
					  pre_frac[36] ? 8'd9  : pre_frac[35] ? 8'd10  :
                      pre_frac[34] ? 8'd11 : pre_frac[33] ? 8'd12  :
                      pre_frac[32] ? 8'd13 : pre_frac[31] ? 8'd14  :
                      pre_frac[30] ? 8'd15 : pre_frac[29] ? 8'd16  :
                      pre_frac[28] ? 8'd17 : pre_frac[27] ? 8'd18  :
                      pre_frac[26] ? 8'd19 : pre_frac[25] ? 8'd20 :
                      pre_frac[24] ? 8'd21 : pre_frac[23] ? 8'd22 :
                      pre_frac[22] ? 8'd23 : pre_frac[21] ? 8'd24 :
                      pre_frac[20] ? 8'd25 : pre_frac[19] ? 8'd26 :
                      pre_frac[18] ? 8'd27 : pre_frac[17] ? 8'd28 :
                      pre_frac[16] ? 8'd29 : pre_frac[15] ? 8'd30 :
                      pre_frac[14] ? 8'd31 : pre_frac[13] ? 8'd32 :
                      pre_frac[12] ? 8'd33 : pre_frac[11] ? 8'd34 :
                      pre_frac[10] ? 8'd35 : pre_frac[9]  ? 8'd36 :
                      pre_frac[8]  ? 8'd37 : pre_frac[7]  ? 8'd48 :
                      pre_frac[6]  ? 8'd39 : pre_frac[5]  ? 8'd40 :
                      pre_frac[4]  ? 8'd41 : pre_frac[3]  ? 8'd42 :
                      pre_frac[2]  ? 8'd43 : pre_frac[1]  ? 8'd44 :
                      pre_frac[0]  ? 8'd45 : 8'd46;
    logic [63:0] pre_frac_shft;
    assign pre_frac_shft = {pre_frac, 17'b0} << (shft_amt+1);
    assign oSum_f = pre_frac_shft[63:41];
    logic [7:0] oSum_e;
    assign oSum_e = buf_larger_exp - shft_amt + 8'b1;
    logic underflow;
    assign underflow = ~oSum_e[7] && buf_larger_exp[7] && (shft_amt != 8'b0);
    assign Sum = (buf_A_e_zero && buf_B_e_zero)    ? 32'b0 :
                  buf_A_e_zero                     ? buf_B :
                  buf_B_e_zero                     ? buf_A :
                  underflow                        ? 32'b0 :
                  (pre_frac == 0)                  ? 32'b0 :
                  {buf_oSum_s, oSum_e, oSum_f};
endmodule
==> results.yml <==
# physical design summary
run_status:
  status: "finished clean"
logic_synthesis:
  ys_types: 108
  most_common_cell: "inv_1"
  ys_cells: 9951
  avgSynthCellArea_um2: 8.63
  ys.flops: 303
  synth_area_um2: 85900
  ff_type: "dfxtp_1"
  yosys.area.top_type: "fa_1"
  yosys_area_um2: 85900
  ys_seq_share: 0.0706
  yosysTopAreaCellShare: 0.398
  edf_count: 0
  ys_top_cells_by_count: "inv_1, fa_1, nand2_1, ha_1, and2_1"
  syn_inst: 9951
  ys_top_cells_by_area: "fa_1, ha_1, inv_1, dfxtp_1, nand2_1"
  synth_warnings: 2
  async_reset_ff_frac: 0
critical_path:
  crit_fanout: 46
  crit_required_ns: 42.56
  critPathSlowestCell: "clkdlybuf4s50_1"
  arrival_ns: 21.10
  crit_top_cell: "fa_1"
  cp-end-kind: "primary output"
  cp-start-kind: "primary input"
  max_stage_delay_ns: 0.90
  critPathKind: "primary input to primary output"
layout:
  fillerInstances: 20500
  drive_gt1_frac: 0.0475
  area_growth_syn_to_layout_pct: 6.92
  fin_area_um2: 91900
die:
  die_h_um: 465
  fp.dieW_um: 465
  pin_count: 97
  rows: 169
  chipArea_um2: 217000
  core_util_floorplan: 0.404
  core_area_um2: 213000
timing:
  slew_headroom: 0.350
  fin_tns_setup_ns: 0
  slew_violations: 0
  fin_crit_ns: 31.74
  rsz0062_at_grt: "false"
  worst_pin_slew_ns: 0.970
  whs_ns: 0.325
  setup_violations: 0
  skew_ns: 0.0271
  fmax_ghz: 0.0315
  setup_slack_ns: 21.46
  hold_violations: 0
  fin_crit_sh: 0.597
clock_network:
  clk_latency_ns: 0.59
  cts_buffers: 37
  hold_buffers: 0
  ctsRootBufferMaster: "clkbuf_16"
  post_cts_buffers: 0
  clock_path_buffers: 3
  cts.clk_slew.worst_paths_ns: 0.06
  cts_resized: 0
  cts_tree: "built"
  htreeDepth: 2
  cts.sinks: 303
run:
  drv_cap: 0
  openroad.warnings: 32
drt:
  wl_per_cell_um: 19.3
  first_iter_violations: 3195
  num_vias: 65500
  ant_nets: 0
  vias_per_cell: 5.15
  drtPass1Iterations: 6
  drcViolationCount: 0
  drt-total-wl_um: 245000
hold_path:
  hp-class: "register to register"
grt:
  grt_pass1_wl_um: 394000
  antenna_found_initial: 5
  grt-ovfl-total: 0
  track_usage: 0.247
  grt_pass1_vias: 69200
  grt_start_max_net_pins: 54
place:
  placed_area_um2: 90600
  portBuffers: 95
  dpl_worst_slack_ns: 21.38
  gp_congestion: 0.958
  dpl.hpwl_um: 189000
-- registers in the layout, summed over array words and instances, names as in the netlist --
name / flops
s3_add.buf_pre_sum: 47
add_3_in: 31
half_iA_2: 31
mult_5_in: 31
y_3: 31
y_4: 31
y_5: 31
mult_2_in: 30
y_2: 30
s3_add.buf_larger_exp: 8
s3_add.buf_A_e_zero: 1
s3_add.buf_oSum_s: 1
-- final cells by class --
type | instances | area [um^2] | area share
diodes | 3 | 7.51 | 0.0000817
clock buffers | 42 | 975 | 0.0106
clock inverters | 23 | 244 | 0.00266
inverters | 2232 | 8380 | 0.0912
multi-input cells | 6980 | 70100 | 0.763
flip-flops and latches | 303 | 6070 | 0.0660
well taps | 2821 | 3530 | 0.0384
repair buffers | 306 | 2530 | 0.0276
-- kinds of logic (layout without fill, tap and decap cells) --
group | count (synthesis) | in the layout | synth area share
AOI/OAI and AO/OA | 1059 | 1059 | 0.0819
xor gates and xnor gates | 304 | 304 | 0.0312
buffers and inverters | 2680 | 2603 | 0.118
other | 2 | 17 | 0.0000874
muxes | 180 | 180 | 0.0269
and+or+nand+nor | 2907 | 2907 | 0.156
adders and majority gates | 2516 | 2516 | 0.516
DFF | 303 | 303 | 0.0706
-- per-layer routing --
metal	vias up	wire (um)	GRT usage	part of all wire
met5	-	57	0.00242	0.00023
met4	4	7890	0.0607	0.032
met3	376	27000	0.106	0.11
met2	2583	112000	0.378	0.46
met1	32200	98600	0.335	0.40
li1	30300	-	-	-
-- metrics by stage --
| stage | util | std cells |
|---|---|---|
| after floorplan | - | 9963 |
| after global placement | 0.426 | 12600 |
| after detailed placement | 0.426 | 12600 |
| after CTS | 0.432 | 12700 |
| after global routing | 0.432 | 12700 |
| final | 0.432 | 12700 |
-- layout by cell type (no fill, tap or decap), drive strengths merged, types with 42 or more instances in the layout --
cell type         n
inv            2238
mux2i           106
dfxtp           303
nand3           135
a21oi           328
and3             52
xnor2           200
fa             1707
nor2            489
nand2b           48
nor3            101
nand2          1372
ha              809
clkdlybuf4s50    95
a21o            125
xor2            104
buf             211
and2            507
o21ai           191
clkbuf           42
-- path summary, 6_finish.rpt --
| check | start | to | slack (ns) | cells past startpoint |
|---|---|---|---|---|
| min reg2reg | y_2[6]$_DFF_P_ | y_3[6]$_DFF_P_ | 0.32 | 0 |
| max reg2reg | mult_2_in[9]$_SDFF_PP0_ | add_3_in[29]$_SDFF_PP0_ | 43.17 | 30 |
| max | opa[4] | Sqrt[22] | 21.46 | 31 |
| min | y_2[6]$_DFF_P_ | y_3[6]$_DFF_P_ | 0.32 | 0 |
-- worst max-delay path, delay by kind of cell --
family                     cells  cell delay [ns]
buffers and inverters          8             2.69
and+or+nand+nor                7             1.52
xor gates and xnor gates       1             0.14
AOI/OAI and AO/OA              7             2.23
adders and majority gates      8             3.81
