`flow/design.v`:
```
package definitions;
typedef enum logic [2:0]{ADD = 3'b000, SUB = 3'b001, MULT = 3'b010, DIV = 3'b011, SQRT = 3'b100} fpu_op_t;    
typedef enum logic [1:0]{round_nearest_even = 2'b00, round_to_zero = 2'b01, round_up = 2'b10, round_down= 2'b11} rmode_t;  
typedef struct packed{	     
	logic sign;
	logic[7:0] exponent;
	logic[22:0] mantissa;
}float_t;
typedef struct packed{
	fpu_op_t fpu_op;          
	rmode_t rmode;            
	float_t opa;	          
	float_t opb;		      
}fpu_instruction_t;
typedef struct packed{
	logic 	infinity;   
	logic 	snan;  
	logic 	qnan;    
	logic 	inexact;  
	logic 	overflow;   
	logic 	underflow;  
	logic 	zero;    
	logic 	divbyzero;  
}flags_t;
endpackage 
module except(	clk, reset,opa, opb, inf, ind, qnan, snan, opa_nan, opb_nan,
		opa_00, opb_00, opa_inf, opb_inf, opa_dn, opb_dn);
input		clk, reset;
input	[31:0]	opa, opb;
output		inf, ind, qnan, snan, opa_nan, opb_nan;
output		opa_00, opb_00;
output		opa_inf, opb_inf;
output		opa_dn;
output		opb_dn;
logic	[7:0]	expa, expb;		 
logic	[22:0]	fracta, fractb;		 
logic		expa_ff, infa_f_r, qnan_r_a, snan_r_a;
logic		expb_ff, infb_f_r, qnan_r_b, snan_r_b;
logic		inf, ind, qnan, snan;	 
logic		opa_nan, opb_nan;
logic		expa_00, expb_00, fracta_00, fractb_00;
logic		opa_00, opb_00;
logic		opa_inf, opb_inf;
logic		opa_dn, opb_dn;
assign   expa = opa[30:23];
assign   expb = opb[30:23];
assign fracta = opa[22:0];
assign fractb = opb[22:0];
always_ff @(posedge clk or posedge reset)
	if ( reset == 1'b1) expa_ff <= 0;
	else expa_ff <=   &expa;
always_ff @(posedge clk or posedge reset)
	if ( reset == 1'b1) expb_ff <= 0;
	else expb_ff <=   &expb;
always_ff @(posedge clk or posedge reset) 
	if ( reset == 1'b1) infa_f_r <= 0;
	else infa_f_r <=   !(|fracta);
always_ff @(posedge clk or posedge reset)
	if ( reset == 1'b1) infb_f_r <= 0;
	else infb_f_r <=   !(|fractb);
always_ff @(posedge clk or posedge reset)
	if ( reset == 1'b1) qnan_r_a <= 0;
	else qnan_r_a <=    fracta[22];
always_ff @(posedge clk or posedge reset)
	if ( reset == 1'b1) snan_r_a <= 0;
	else snan_r_a <=   !fracta[22] & |fracta[21:0];
always_ff @(posedge clk or posedge reset)
	if ( reset == 1'b1) qnan_r_b <= 0;
	else qnan_r_b <=    fractb[22];
always_ff @(posedge clk or posedge reset)
	if ( reset == 1'b1) snan_r_b <= 0;
	else snan_r_b <=   !fractb[22] & |fractb[21:0];
always_ff @(posedge clk or posedge reset)
	if ( reset == 1'b1) ind <= 0;
	else ind  <=   (expa_ff & infa_f_r) & (expb_ff & infb_f_r);
always_ff @(posedge clk or posedge reset)
	if ( reset == 1'b1) inf <= 0;
	else inf  <=   (expa_ff & infa_f_r) | (expb_ff & infb_f_r);
always_ff @(posedge clk or posedge reset)
	if ( reset == 1'b1) qnan <= 0;
	else qnan <=   (expa_ff & qnan_r_a) | (expb_ff & qnan_r_b);
always_ff @(posedge clk or posedge reset)
	if ( reset == 1'b1) snan <= 0;
	else snan <=   (expa_ff & snan_r_a) | (expb_ff & snan_r_b);
always_ff @(posedge clk or posedge reset)
	if ( reset == 1'b1) opa_nan <= 0;
	else opa_nan <=   &expa & (|fracta[22:0]);
always_ff @(posedge clk or posedge reset)
	if ( reset == 1'b1) opb_nan <= 0;
	else opb_nan <=   &expb & (|fractb[22:0]);
always_ff @(posedge clk or posedge reset)
	if ( reset == 1'b1) opa_inf <= 0;
	else opa_inf <=   (expa_ff & infa_f_r);
always_ff @(posedge clk or posedge reset)
	if ( reset == 1'b1) opb_inf <= 0;
	else opb_inf <=   (expb_ff & infb_f_r);
always_ff @(posedge clk or posedge reset)
	if ( reset == 1'b1) expa_00 <= 0;
	else expa_00 <=   !(|expa);
always_ff @(posedge clk or posedge reset)
	if ( reset == 1'b1) expb_00 <= 0;
	else expb_00 <=   !(|expb);
always_ff @(posedge clk or posedge reset)
	if ( reset == 1'b1) fracta_00 <= 0;
	else fracta_00 <=   !(|fracta);
always_ff @(posedge clk or posedge reset)
	if ( reset == 1'b1) fractb_00 <= 0;
	else fractb_00 <=   !(|fractb);
always_ff @(posedge clk or posedge reset)
	if ( reset == 1'b1) opa_00 <= 0;
	else opa_00 <=   expa_00 & fracta_00;
always_ff @(posedge clk or posedge reset)
	if ( reset == 1'b1) opb_00 <= 0;
	else opb_00 <=   expb_00 & fractb_00;
always_ff @(posedge clk or posedge reset)
	if ( reset == 1'b1) opa_dn <= 0;
	else opa_dn <=   expa_00;
always_ff @(posedge clk or posedge reset)
	if ( reset == 1'b1) opb_dn <= 0;
	else opb_dn <=   expb_00;
endmodule
```
`flow/run.sh`:
```
#!/bin/bash
# OpenROAD 26Q1-2900-gdf79404cd8, Yosys 0.63+post, stock flow scripts
make -C /OpenROAD-flow-scripts/flow DESIGN_CONFIG=/design/flow/config.mk WORK_HOME=/design/flow/orfs finish
```
`flow/config.mk`:
```
export PLATFORM = sky130hd
export DESIGN_NAME = except
export DESIGN_NICKNAME = except
export VERILOG_FILES = /design/flow/design.v
export SDC_FILE = /design/flow/constraint.sdc
export NUM_CORES = 4
export LEC_CHECK = 1
export CORE_AREA = 10 10 83 83
export DIE_AREA = 0 0 93 93
```
`flow/constraint.sdc`:
```
current_design except

set clk_period 1.0
set clk_io_pct 0.2

create_clock -name clk0 -period $clk_period [get_ports {clk}]

set non_clock_inputs [all_inputs -no_clocks]
set_input_delay [expr $clk_period * $clk_io_pct] -clock clk0 $non_clock_inputs
set_output_delay [expr $clk_period * $clk_io_pct] -clock clk0 [all_outputs]
```
==> results_slide.txt <==
Synthesis and Place & Route Summary

Worst hold path
  • Hold Crit Class: in2reg

Die
  • Chip width: 93 um
  • Core Util at FP: 16.16%
  • Height of the die: 93 um
  • I/O pin count: 78
  • Placement row count: 26
  • Die ar.: 8649 um2
  • Area of the core: 5140 um2

Route
  • WL final: 2.610 mm
  • Routed metal-1 wirelength: 1.061 mm
  • Wire per inst: 11.86 um
  • Met3 Wirelength: 520 um
  • Number of nets with antenna violations after routing: 0
  • Iter 0 DRT Violations: 12
  • Remaining routing DRC violations: 0
  • First-pass iteration count of the detailed router: 4
  • Antenna diode instance count: 0
  • Total via count after detailed routing: 857
  • Length of routed met2 wiring: 986 um
  • Routed vias/inst: 3.895
  • Uppermost layer routed: met4

Synthesis
  • Post-synthesis share of cell area spent on xor and xnor gates: 0%
  • Post-synthesis instance area: 830.8 um2
  • Yosys stat cell total: 68
  • YS warnings: 1
  • Area share of and-or/or-and cells after synthesis: 5.873%
  • Post-Synthesis Cells: 68
  • Register bit count reported by yosys: 22
  • Multiplexer share of the synthesized area: 0%
  • Sequential share of the synthesized area: 66.27%
  • Combinational family with the most area after synthesis: simple AND/OR/NAND/NOR gates
  • Post-synth cell types: 16
  • Synthesized area per cell: 12.22 um2
  • Simple-gate share of the synthesized area: 26.05%
  • Adder-cell share of the synthesized area: 0%
  • Area reported by Yosys stat: 830.8 um2

Clock network
  • CTS clock-pin slew for the worst setup and hold paths: 0.07 ns
  • CTS tree: built
  • Clock tree root driver cell: sky130_fd_sc_hd__clkbuf_8
  • Number of buffers created by CTS: 3
  • Clk sinks: 22
  • Skew-Pair Late Insertion Delay: 0.25 ns
  • Total number of H-tree levels: 1
  • Maximum buffer depth of the clock tree: 2

Flow run
  • Number of max-cap violations: 0
  • OpenROAD warning count: 30

Final timing
  • Normalized max-slew margin: 82.30%
  • Final Max-Slew Violation Tally: 0
  • Slew of the pin with the lowest slew margin: 0.2630 ns
  • Setup violations, final: 2
  • Unrepaired setup endpoints after global routing: yes
  • Post-layout worst setup margin: -0.2689 ns
  • Final worst clock skew: 0.001468 ns
  • Final worst-path cycle share: 126.9%
  • Post-route minimum period: 1.269 ns
  • Highest Clock Rate: 788.1 MHz
  • Final hold vios: 0

Worst setup path
  • Crit-path max FO: 2
  • Worst EP arrival: 1.41 ns
  • Start-to-end type of the worst setup path: in2reg
  • CP max stage delay: 0.52 ns
  • Buffering stage count on the worst path with inverters included: 1
  • Required time at the endpoint of the critical path: 1.14 ns
  • Most repeated library cell on the critical path: sky130_fd_sc_hd__or4_4
  • Critical Path Slowest Stage Cell: sky130_fd_sc_hd__or4_4
  • Category of the worst setup path capture point: flop
  • Cell family with the largest share of critical-path delay: simple AND/OR/NAND/NOR gates
  • Type of element launching the critical path: input pin
  • Crit-path cells: buf_6 -> or4_4 -> or4_4 -> o21a_1

Run status
  • Outcome: finished, violations left
  • Violated checks: setup timing

Finish
  • P&R area growth vs syn: 99.55%
  • Area of all placed cells without fillers: 1658 um2
  • Final cell utilization of the core: 32.25%
  • Fraction of final layout cells with drive strength greater than 1: 35.33%
  • Filler Cells Inserted: 586

Place
  • Cell Area, Placed: 1724 um2
  • GPL Wtd Cong: 0.7482
  • Port buffer count: 75
  • Placed wire-length estimate after detailed placement: 2.335 mm
  • Worst setup timing slack at the placement stage: -0.8572 ns

Global route
  • Global route overflow: 0
  • Global-route total usage across every layer: 5.974%
  • Antenna violations before repair: 0
  • Vias in the first global route: 1014
  • First-pass GRT wire length: 4.284 mm
  • Maximum number of pins on one net before global-route repair: 23

Pwr
  • VDD IR max: 0.0004607 V
  • Pwr Total: 0.001657 W
  • Leakage: 0.8145 nW
  • Pwr/cell area: 999.7 nW/um2
## tightest hold or removal path: stages
cell and delay [ns]:
sky130_fd_sc_hd__dlymetal6s2s_1 0.11, sky130_fd_sc_hd__or4_1 0.11, sky130_fd_sc_hd__nor2_1 0.04
## power breakdown
part / internal (W) / switching, W
Clock: 0.000267 / 0.000233
Sequential: 0.000899 / 0.00000316
Combinational: 0.000173 / 0.0000814
Total: 0.00134 / 0.000317
## layout by cell type, fill, tap and decap left out, drive strengths merged
cell           count
nor4               7
a21oi              1
clkdlybuf4s15      6
nand4              5
dlygate4sd2       23
o41a               1
o21a               1
a22o               2
clkdlybuf4s50     12
nor3               1
nand2              3
clkbuf            12
and4               1
inv                4
or4                8
buf               27
dfrtp             22
a21boi             1
nor2               8
dlymetal6s2s       2
and2               3
## Yosys cell counts
| cell | count | area share, % |
|---|---|---|
| sky130_fd_sc_hd__nor3_1 | 1 | 0.60 |
| sky130_fd_sc_hd__and4_1 | 1 | 1.1 |
| sky130_fd_sc_hd__nor2_1 | 8 | 3.6 |
| sky130_fd_sc_hd__and2_1 | 3 | 2.3 |
| sky130_fd_sc_hd__a21oi_1 | 1 | 0.60 |
| sky130_fd_sc_hd__or4_4 | 2 | 2.7 |
| sky130_fd_sc_hd__nand4_1 | 5 | 3.8 |
| sky130_fd_sc_hd__a21boi_0 | 1 | 0.90 |
| sky130_fd_sc_hd__dfrtp_1 | 22 | 66 |
| sky130_fd_sc_hd__o21a_1 | 1 | 0.90 |
| sky130_fd_sc_hd__inv_1 | 4 | 1.8 |
| sky130_fd_sc_hd__a22o_1 | 2 | 2.1 |
| sky130_fd_sc_hd__or4_1 | 6 | 5.4 |
| sky130_fd_sc_hd__nor4_1 | 7 | 5.3 |
| sky130_fd_sc_hd__nand2_1 | 3 | 1.4 |
| sky130_fd_sc_hd__o41a_1 | 1 | 1.4 |
## registers in the layout, summed over array words and instances (netlist names)
signal / cells
opa_00: 1
expa_00: 1
ind: 1
opb_inf: 1
expb_00: 1
inf: 1
opa_dn: 1
qnan_r_b: 1
expa_ff: 1
opa_nan: 1
snan_r_a: 1
opb_nan: 1
opb_00: 1
snan_r_b: 1
qnan_r_a: 1
fractb_00: 1
qnan: 1
opb_dn: 1
expb_ff: 1
infa_f_r: 1
opa_inf: 1
snan: 1
## kinds of logic (layout without fill, tap and decap cells)
kind of cell | count (synthesis) | after routing
flip-flops | 22 | 22
AND/OR/NAND/NOR | 36 | 36
AND-OR/OR-AND | 6 | 6
buffers and inverters | 4 | 86
## worst paths after layout
kind | from | end | slack [ns] | cells past startpoint
setup / recovery | opa[6] | opa_nan | -0.27 | 4
hold / removal | opb[29] | expb_00 | 0.24 | 3
setup reg to reg | expa_ff | qnan | 0.29 | 1
hold reg to reg | expb_00 | opb_dn | 0.37 | 0
max in group asynchronous | reset | opb_nan | 0.58 | 3
min in group asynchronous | reset | opb_inf | 0.28 | 3
## metrics by stage
stage	setup TNS, ns	hold slack, ns	instances
after floorplan	-1.085	0.1892	68
after global placement	-4.505	0.3534	217
after detailed placement	-4.569	0.3529	217
after CTS	-0.5584	0.2636	220
after global routing	-0.5376	0.2496	220
final	-0.4260	0.2433	220
## repair_timing
| action | CTS | global route |
|---|---|---|
| resized | 129 | 21 |
| hold buffers | 0 | 0 |
| gates cloned | 0 | 0 |
| pin swaps | 23 | 13 |
| endpoints found under the setup margin | 20 | 14 |
| setup buffers | 0 | 0 |
| endpoints found under the hold margin | 0 | 0 |
## layout make-up
class                   instances  area, um2  area share [%]
clock buffers                   3      41.29           2.491
inverters                       4      15.01          0.9057
multi-input cells              42      335.3           20.23
flip-flops and latches         22      550.5           33.21
well taps                      70      87.58           5.283
repair buffers                 79      628.1           37.89
## per-layer routing
metal	vias up	track usage [%]
met2	64	8.586
met3	2	5.008
met1	370	6.872
met4	0	0.7712
li1	421	-
met5	-	0
Power figures rest on the tool's default switching activity, not on a simulated workload.
